$ cat /design/flow/run.sh
#!/bin/bash
# OpenROAD 26Q1-2900-gdf79404cd8, Yosys 0.63+post, stock flow scripts
make -C /OpenROAD-flow-scripts/flow DESIGN_CONFIG=/design/flow/config.mk WORK_HOME=/design/flow/orfs finish
$ cat /design/flow/config.mk
export PLATFORM = sky130hd
export DESIGN_NAME = human_counter
export DESIGN_NICKNAME = human_counter
export VERILOG_FILES = /design/flow/design.v
export SDC_FILE = /design/flow/constraint.sdc
export NUM_CORES = 4
export LEC_CHECK = 1
export CORE_AREA = 10 10 77 77
export DIE_AREA = 0 0 87 87
$ cat /design/flow/constraint.sdc
current_design human_counter

set clk_period 4.5
set clk_io_pct 0.2

create_clock -name clk0 -period $clk_period [get_ports {clk}]

set non_clock_inputs [all_inputs -no_clocks]
set_input_delay [expr $clk_period * $clk_io_pct] -clock clk0 $non_clock_inputs
set_output_delay [expr $clk_period * $clk_io_pct] -clock clk0 [all_outputs]
$ cat /design/flow/design.v
module human_counter(
    input clk,                  
    input reset,                
    input human_detected,       
    output reg [6:0] seg1,      
    output reg [6:0] seg2,      
    output reg alarm            
);
reg [6:0] counter;              
function [6:0] decode_7segment(input [3:0] digit);
    case (digit)
        4'd0: decode_7segment = 7'b0111111;
        4'd1: decode_7segment = 7'b0000110;
        4'd2: decode_7segment = 7'b1011011;
        4'd3: decode_7segment = 7'b1001111;
        4'd4: decode_7segment = 7'b1100110;
        4'd5: decode_7segment = 7'b1101101;
        4'd6: decode_7segment = 7'b1111101;
        4'd7: decode_7segment = 7'b0000111;
        4'd8: decode_7segment = 7'b1111111;
        4'd9: decode_7segment = 7'b1101111;
        default: decode_7segment = 7'b0000000;  
    endcase
endfunction
always @(posedge clk or posedge reset) begin
    if (reset) begin
        counter <= 7'd0;        
        alarm <= 1'b0;          
    end else if (human_detected) begin
        if (counter < 7'd80) begin
            counter <= counter + 1;  
        end else begin
            alarm <= 1'b1;          
        end
    end
end
always @(counter) begin
    seg1 = decode_7segment(counter % 10);        
    seg2 = decode_7segment(counter / 10);        
end
endmodule
==> changes_impl.md <==
## Implementation

- Status: completed
- Port Buffer Count: 17
- Top cells excl fill/tap: 33 x buf_4, 16 x nand2_1, 12 x nor2_1, 12 x o21ai_1, 12 x ha_1
- Worst Setup End Kind: primary output
- Post-synthesis instance area: 1710 um^2
- Critical Path AT: 3550 ps
- H-tree depth: 1
- Routed WL per cell: ~16 um
- Setup TNS: 0 ps
- Ant diodes: 0
- DR pass1 iterations: 4
- Initial antenna violation count: 0
- Die X: between 80 and 90 um
- P_leak: roughly 1 nW
- Post-Layout Cell Count: around 310
- Ys cells: around 220
- Die H: 87 um
- Post-synth ARST share: roughly 100%
- Ys flops: 8
- Starting density of the core: 39.3%
- Switching power: ~0.027 mW
- Std cell rows: 24
- CTS tree: yes
- Wirelength, routed: ~5000 um
- First-pass GRT wire length: roughly 8000 um
- Clock root buffer: clkbuf_8
- Relative slew slack: around two thirds
- Largest net degree at the start of global routing: 25
- Clock-pin slew on the worst setup and hold paths: approximately 40 ps
- Synth warn: 1
- Crit path kind: reg -> out
- Crit path from: counter[5]
- # DRC: 0
- Register share after synthesis: around an eighth
- Top cell area share: 11.7%
- Max-Cap Viols: 0
- Crit Path Max Fanout: 4
- Yosys stat chip area: 1710 um^2
- Worst hold start: alarm
- Period utilization: between 90 and 100%
- Tool warnings: 39
- Internal power: between 0.1 and 0.15 mW
- Layout cells sized above 1: a little under a third
- Final setup vio count: 0
- Vias in the first global route: around 1600
- Max frequency: approximately 0.22 GHz
- Unrepaired setup endpoints after global routing: yes
- Placed Cells: approximately 300
- Total track usage: around 13%
- Final Max Tran Viols: 0
- Yosys cell types: a little under 70
- Io pins: 18
- WHS: 450 ps
- Dpl hpwl: between 3000 and 4000 um
- CTS Hold Bufs: 0
- Final ANT Viol Nets: 0
- Maximum VDD drop: about 0.26 mV
- Worst path most repeated cell: buf_4
- CTS max path bufs: 2
- Crit path DRT: ~3600 ps
- Final hold violation count: 0
- Combinational power share: under 10%
- CP max-delay cell: dfrtp_1
- Sw Share: around 17%
- Num CTS Buffers: 3
- Syn avg cell area: 7.85 um^2
- Clock group share of total power: 52.0%
- DR vias/cell: 5.83
- Crit-path cells: nor2_2 -> buf_4 -> buf_4 -> buf_4 -> buf_4 -> buf_4 -> buf_4 -> buf_4 -> buf_4 -> o21ai_4 -> a21oi_4 -> a211o_1 -> o211ai_4 -> xnor2_2 -> buf_4 -> buf_4 -> ha_4 -> nand2_1 -> o211a_1 -> o211ai_1 -> clkbuf_2
- PD cells: between 60 and 70 nW/um^2
- Worst hold path type: reg -> reg
- Initial DRC count: approximately 180
- Placeable Area: 4350 um^2
- Seq pwr share: a little under half
- Most instantiated logic cell after routing: buf_4
- Reg2Reg Launch Point: counter[5]
- Final critical-path required period: around 4500 ps
- Latency at later pin: approximately 220 ps
- Die Size: 7570 um^2
- Remaining Overflow, GRT: 0
- Main flop type: dfrtp_1
- Clock sink total: 8
- Area Growth Syn to Fin: 36.1%
- Fill cells: ~350
- CP peak stage delay: around 360 ps
- RePlAce Congestion: around 0.94
- Startpoint Class: register
- Cell taking the most area after synthesis: dfrtp_1
- Clock Skews: ~1.7 ps
- Routed via count: 1819
- Syn Inst Count: 218
- Slew @ Worst Pin: around 500 ps
- Post-synth EDFFs: 0
- Synth area leaders: dfrtp_1 12%, ha_1 12%, xnor2_1 4.1%, nand2_1 3.5%, nor2_1 3.3%
==> worst max-delay path, delay by kind of cell (launching register included) <==
family                   cells  cell delay (ps)
AND/OR/NAND/NOR              2              110
flip-flops                   1              360
adder cells (fa/ha/maj)      1              260
buffers and inverters       11             1380
AND-OR/OR-AND                6             1120
XOR/XNOR                     1              110
==> worst paths after layout <==
kind,to,slack [ps],cells past startpoint
setup / recovery,seg1[3],50,21
min in group asynchronous,counter[2],930,2
hold / removal,alarm,450,1
max in group asynchronous,counter[3],3340,2
hold reg to reg,alarm,450,1
setup reg to reg,counter[4],2350,12
==> metrics by stage <==
step	setup slack [ps]	utilization (%)	power [mW]	instance area (um^2)
2_1_floorplan	280	-	0.0744	1710
3_3_place_gp	-58.0	46.4	0.0770	2020
3_5_place_dp	-103	46.4	0.0770	2020
4_1_cts	-97.5	49.1	0.161	2140
5_1_grt	-107	53.5	0.166	2330
6_report	47.1	53.5	0.158	2330
==> Yosys cell counts, types with 3 or more instances <==
cell and instances:
a21o_1 4, a21oi_1 10, a32oi_1 4, and4b_1 3, buf_4 5, buf_6 3
clkbuf_1 3, dfrtp_1 8, ha_1 16, inv_1 12, nand2_1 16, nand3_1 5
nand4_1 3, nor2_1 15, nor2b_1 9, o211ai_1 4, o21a_1 3, o21ai_0 11
o21ai_1 9, xnor2_1 8
==> cell type report <==
class | instances | area [um^2] | area share (%)
repair buffers | 52 | 450 | 19.3
well taps | 52 | 65.1 | 2.79
inverters | 14 | 52.6 | 2.26
clock buffers | 3 | 41.3 | 1.77
multi-input cells | 183 | 1520 | 65.3
flip-flops and latches | 8 | 200 | 8.59
==> logic make-up (layout without fill, tap and decap cells) <==
family / count (synthesis) / in the layout / synth area share [%]
simple gates: 81 / 81 / 27.6
compound gates: 73 / 73 / 32.7
buf+inv: 27 / 69 / 8.48
fa+ha+maj: 17 / 17 / 12.4
xor+xnor: 8 / 8 / 4.09
flops: 8 / 8 / 11.7
mux: 4 / 4 / 3.07
==> routing by layer <==
layer  up-vias  routed length [um]  GRT usage, %
li1        890                   -             -
met1       863                2340          18.3
met2        62                2290          19.6
met3         4                 320          2.26
met4         0                  38         0.884
met5         -                   0             0
==> registers in the layout (all words and copies together) (netlist names) <==
| signal | flops |
|---|---|
| alarm | 1 |
| counter | 7 |
==> power groups by stage <==
stage	Combinational, mW	Sequential, mW	Clock, mW
6_report	0.00366	0.0723	0.0823
5_1_grt	0.00410	0.0722	0.0897
4_1_cts	0.00378	0.0723	0.0850
==> what timing repair did <==
item	CTS	global route
endpoints found under the setup margin	11	14
hold endpoints to repair	0	0
buffers inserted	7	6
pin swaps	8	16
resized	12	43
Power and IR drop assume default switching activity.
