`design/flow/constraint.sdc`:
```
current_design human_tracking_device

set clk_period 6.6
set clk_io_pct 0.2

create_clock -name clk0 -period $clk_period [get_ports {clk}]

set non_clock_inputs [all_inputs -no_clocks]
set_input_delay [expr $clk_period * $clk_io_pct] -clock clk0 $non_clock_inputs
set_output_delay [expr $clk_period * $clk_io_pct] -clock clk0 [all_outputs]
```
`design/flow/config.mk`:
```
export PLATFORM = sky130hd
export DESIGN_NAME = human_tracking_device
export DESIGN_NICKNAME = human_tracking_device
export VERILOG_FILES = /design/flow/design.v
export SDC_FILE = /design/flow/constraint.sdc
export NUM_CORES = 4
export LEC_CHECK = 1
export CORE_AREA = 10 10 75 75
export DIE_AREA = 0 0 85 85
```
`design/flow/run.sh`:
```
#!/bin/bash
# OpenROAD 26Q1-2900-gdf79404cd8, Yosys 0.63+post, stock flow scripts
make -C /OpenROAD-flow-scripts/flow DESIGN_CONFIG=/design/flow/config.mk WORK_HOME=/design/flow/orfs finish
```
`design/flow/design.v`:
```
module human_tracking_device (
    input clk,                
    input reset,              
    input human_detected,     
    output reg alarm,         
    output reg [6:0] seg1,    
    output reg [6:0] seg2     
);
    reg [6:0] counter;  
    function [6:0] decode_7segment(input [3:0] digit);
        case (digit)
            4'd0: decode_7segment = 7'b1000000;
            4'd1: decode_7segment = 7'b1111001;
            4'd2: decode_7segment = 7'b0100100;
            4'd3: decode_7segment = 7'b0110000;
            4'd4: decode_7segment = 7'b0011001;
            4'd5: decode_7segment = 7'b0010010;
            4'd6: decode_7segment = 7'b0000010;
            4'd7: decode_7segment = 7'b1111000;
            4'd8: decode_7segment = 7'b0000000;
            4'd9: decode_7segment = 7'b0010000;
            default: decode_7segment = 7'b1111111;  
        endcase
    endfunction
    always @(posedge clk or posedge reset) begin
        if (reset) begin
            counter <= 7'd0;    
            alarm <= 1'b0;      
        end else if (human_detected) begin
            if (counter < 7'd80) begin
                counter <= counter + 1;  
            end else begin
                alarm <= 1'b1;  
            end
        end
    end
    always @(counter) begin
        seg1 = decode_7segment(counter % 10);  
        seg2 = decode_7segment(counter / 10);  
    end
endmodule
```
==> results.py <==
# Physical implementation metrics
metrics = {
    "timing": {
        "clock-skew-final_ns": 0.000871,
        "max_freq_mhz": 171,
        "tightestPinTransition_ns": 0.719,
        "fin_ws_ns": 0.741,
        "hold_violations": 0,
        "rsz0062_at_grt": "false",
        "finalSetupTns_ns": 0,
        "timing.hold.ws_ns": 0.448,
        "fin_crit_ns": 5.86,
        "min_period_over_period": 0.888,
        "slew_viol_final": 0,
        "slew_headroom": 0.521,
        "setup_violations": 0,
    },
    "finish": {
        "layout.cells.most_common": "clkdlybuf4s50_1",
        "lay_top_cells": "clkdlybuf4s50_1, ha_1, a21oi_1",
        "final.fill_count": 401,
        "area_growth_pct": 14.2,
        "fin_util": 0.411,
        "drive_gt1_frac": 0.100,
        "final_area_mm2": 0.00167,
    },
    "drt": {
        "wl_per_cell_um": 13.6,
        "wl_mm": 3.26,
        "detail-route-antenna-nets": 0,
        "drtIter0Drc": 118,
        "antennaDiodeCount": 0,
        "via_per_inst": 5.47,
        "drt_drc_violations_left": 0,
        "first_pass_iters": 4,
        "vias": 1313,
    },
    "critical_path": {
        "cp.arrival_ns": 4.54,
        "crit_path_start_kind": "flop",
        "endpoint_kind": "primary output",
        "critical_path_class": "reg2out",
        "required_ns": 5.28,
        "cp_max_fo": 17,
    },
    "clocking": {
        "cts.sinks": 8,
        "cts.clk_slew.worst_paths_ns": 0.04,
        "ctsResizeCount": 0,
        "cts_tree": "done",
        "clock_tree.root_cell": "clkbuf_8",
        "cts_buffers": 3,
        "post_cts_buffers": 0,
        "clock_path_buffers": 2,
        "cts.htree.levels": 1,
        "hold_buffers": 0,
        "clock_latency_ns": 0.22,
    },
    "die": {
        "core.rowCount": 23,
        "die-width_um": 85,
        "ioPinCount": 18,
        "core_mm2": 0.00406,
        "die_y_um": 85,
        "initCoreUtil": 0.360,
        "chip_area_mm2": 0.00723,
    },
    "logic_synthesis": {
        "synth-warning-count": 1,
        "synth-main-ff-cell": "dfrtp_1",
        "async_flop_share": 1.00,
        "top_cells_by_area": "dfrtp_1, ha_1, a21oi_1",
        "synth_seq_share": 0.137,
        "synth_stat.cells": 181,
        "synthDistinctLibCells": 64,
        "synth.avg_cell_area_um2": 8.06,
        "synth_cells": 181,
        "synth.top_cell.area_share": 0.137,
        "syn_area_mm2": 0.00146,
        "edf_count": 0,
        "yosys_area_mm2": 0.00146,
        "netlist.top_cell.by_area": "dfrtp_1",
        "ys_ff": 8,
    },
    "global_route": {
        "overflow": 0,
        "grt_max_degree": 26,
        "grt_pass1_wl_mm": 5.57,
        "antenna_found_initial": 0,
        "grt_pass1_vias": 1213,
        "track_usage": 0.0866,
    },
    "run": {
        "warnings": 36,
        "cap_violations": 0,
    },
    "place": {
        "place_area_mm2": 0.00163,
        "detailed_place_hpwl_mm": 2.50,
        "portBuffers": 17,
        "place.gp.congestion": 0.825,
        "place_ws_ns": 1.01,
    },
    "worst_hold_path": {
        "hold_path_class": "reg2reg",
    },
    "status": {
        "run_status": "complete, no violations",
    },
}
-- metrics by stage --
step	cells
after CTS	240
after floorplan	181
after global placement	237
final	240
after detailed placement	237
after global routing	240
-- Yosys cell counts, types with 3 or more instances --
| library cell | n |
|---|---|
| a211o_1 | 3 |
| a211oi_1 | 3 |
| a21oi_1 | 13 |
| and3_1 | 3 |
| buf_2 | 5 |
| dfrtp_1 | 8 |
| ha_1 | 14 |
| inv_1 | 11 |
| mux2i_1 | 6 |
| nand2_1 | 12 |
| nand2b_1 | 3 |
| nand3_1 | 8 |
| nor2_1 | 11 |
| nor2b_1 | 5 |
| o21ai_0 | 7 |
| o21bai_1 | 4 |
| xnor2_1 | 5 |
-- sequential cells by signal (all words and copies together) (netlist names) --
| signal | cells |
|---|---|
| alarm | 1 |
| counter | 7 |
-- routing by layer --
metal / up-vias / GRT usage / part of all wire
met2: 33 / 0.134 / 0.45
met5: - / 0 / 0
li1: 683 / - / -
met4: 0 / 0.00749 / 0.0037
met1: 595 / 0.124 / 0.49
met3: 2 / 0.0193 / 0.058
-- logic make-up (layout without fill, tap and decap cells) --
logic type	after synthesis	count (layout)	synth area share
AND-OR/OR-AND	61	61	0.323
multiplexers	8	8	0.0566
AND/OR/NAND/NOR	60	60	0.228
adder cells (fa/ha/maj)	14	14	0.120
XOR/XNOR	8	8	0.0609
buffers and inverters	22	31	0.0738
flip-flops	8	8	0.137
-- worst paths after layout --
| kind | slack, ns | cells after the start | end | startpoint |
|---|---|---|---|---|
| worst max-delay path | 0.74 | 16 | seg1[4] | counter[5] |
| max in group asynchronous | 5.04 | 2 | counter[5] | reset |
| worst min-delay path | 0.45 | 1 | alarm | alarm |
| worst min register to register | 0.45 | 1 | alarm | alarm |
| min in group asynchronous | 1.34 | 2 | alarm | reset |
| worst max register to register | 4.73 | 5 | counter[1] | counter[4] |
-- final cells by class --
cell class	instances	area, um^2	share of cell area
multi-input cells	151	1150	0.691
repair buffers	17	170	0.102
clock buffers	3	41.3	0.0248
inverters	11	41.3	0.0248
flip-flops and latches	8	200	0.120
well taps	50	62.6	0.0375
-- critical path: stages, from the launching register on --
cell,delay [ns]
dfrtp_1,0.55
nor2_1,0.27
inv_1,0.09
ha_1,0.32
nor2b_1,0.26
o21ai_0,0.15
a32oi_2,0.38
nor2_1,0.10
a211oi_2,0.35
nand2_1,0.21
nor2_4,0.26
xnor2_1,0.15
ha_1,0.27
a41oi_1,0.19
o221ai_1,0.14
o21ai_1,0.14
clkdlybuf4s50_1,0.47
